## config.mk

```make
export PLATFORM = sky130hd
export DESIGN_NAME = cbus_crossbar
export DESIGN_NICKNAME = cbus_crossbar
export VERILOG_FILES = /design/flow/design.v
export SDC_FILE = /design/flow/constraint.sdc
export NUM_CORES = 4
export LEC_CHECK = 1
export CORE_AREA = 10 10 244 244
export DIE_AREA = 0 0 254 254
```

## constraint.sdc

```tcl
current_design cbus_crossbar

set clk_period 1.0
set clk_io_pct 0.2

create_clock -name clk0 -period $clk_period

set non_clock_inputs [all_inputs -no_clocks]
set_input_delay [expr $clk_period * $clk_io_pct] -clock clk0 $non_clock_inputs
set_output_delay [expr $clk_period * $clk_io_pct] -clock clk0 [all_outputs]
```

## run.sh

```bash
#!/bin/bash
# OpenROAD 26Q1-2900-gdf79404cd8, Yosys 0.63+post, stock flow scripts
make -C /OpenROAD-flow-scripts/flow DESIGN_CONFIG=/design/flow/config.mk WORK_HOME=/design/flow/orfs finish
```

## design.v

```verilog
module cbus_crossbar (
	input logic clk, reset,
	input logic valid,
	input logic [63:0] addr,
	input logic [63:0] wdata,
	input logic [1:0] burst,
	input logic [7:0] len,
	input logic [7:0] wstrobe,
	output logic [63:0] rdata,
	output logic ready,
	output logic last,
	output logic ram_valid,
	output logic [63:0] ram_addr,
	output logic [63:0] ram_wdata,
	output logic [1:0] ram_burst,
	output logic [7:0] ram_len,
	output logic [7:0] ram_wstrobe,
	input logic [63:0] ram_rdata,
	input logic ram_ready,
	input logic ram_last,
	output logic device_valid,
	output logic [63:0] device_addr,
	output logic [63:0] device_wdata,
	output logic device_wvalid,
	input logic [63:0] device_rdata,
	input logic device_ready,
	input logic device_last
);
	assign rdata = addr[31] ? ram_rdata : device_rdata;
	assign ready = addr[31] ? ram_ready : device_ready;
	assign last = addr[31] ? ram_last : device_last;
	assign ram_valid = addr[31] && valid;
	assign ram_addr = addr;
	assign ram_wdata = wdata;
	assign ram_burst = burst;
	assign ram_len = len;
	assign ram_wstrobe = wstrobe;
	assign device_valid = ~addr[31] && valid;
	assign device_addr = addr;
	assign device_wdata = wdata;
	assign device_wvalid = |wstrobe;
endmodule
```

==> flow_metrics.tcl <==
# place-and-route summary
set metrics [dict create \
    setup_repair_after_global_routing_missed_its_margin "true" \
    cellInternalPower_mw 1.28 \
    stage_log_warnings 37 \
    worst_slack_ns -0.447 \
    average_routed_wire_per_standard_cell_um 17.9 \
    tightestPinTransition_ns 0.307 \
    seq_cell_count 0 \
    synth.yosys.seq_area_share_pct 0 \
    vias_per_cell 2.19 \
    holdBufCountCts 0 \
    final.hold.worst_slack_ns 0.400 \
    finalWeightedCongestion 0.792 \
    cap_violations 0 \
    grt_pass1_wl_um 23100 \
    share_clk_of_total_power_pct 0 \
    synth.cell_area_um2 2960 \
    drive_above_1_share_pct 59.4 \
    sequentialPowerShare_pct 0 \
    static-leakage-power_nw 2.21 \
    fp_util_pct 5.48 \
    slew_violations 0 \
    clock_buffers 0 \
    drt_iter0_markers 44 \
    combPwrFrac_pct 100.0 \
    fillers 6238 \
    synth.yosys.num_cells 353 \
    sequential_cell_area_um2 0 \
    violations "negative setup slack" \
    required_time_of_the_critical_path_ns 0.80 \
    total_power_mw 1.83 \
    worst-path-max-fanout 8 \
    synth_chip_area_um2 2960 \
    placement_rows 85 \
    endpoint_class_of_the_critical_path "primary output" \
    hold_viol 0 \
    boundaryPins 624 \
    syn_inst 353 \
    crit_path_max_incr_delay_ns 0.29 \
    layout_min_cycle_time_ns 1.45 \
    p_sw_mw 0.544 \
    ys_types 9 \
    timing.critical_path.arrival_ns 1.25 \
    max_stage_delay_cell_worst_path "mux2_4" \
    area_growth_pct 63.4 \
    global_route.usage.total_pct 5.34 \
    crit_chain "buf_16 -> buf_12 -> buf_16 -> buf_6 -> buf_6 -> mux2_4 -> buf_6" \
    vias 2304 \
    start_kind "primary input" \
    fin_crit_sh_pct 145 \
    hp-class "in2out" \
    max_freq_mhz 691 \
    ys_warn_count 0 \
    post-route-drc-count 0 \
    worst_ir_drop_vdd_v 0.000197 \
    first_pass_iteration_count_of_the_detailed_router 4 \
    max-slew-margin-rel_pct 79.4 \
    floorplan.die_area_um2 64500 \
    power.switching_fraction_pct 29.8 \
    power_density_nw_per_um2 377 \
    critPathKind "in2out" \
    die_x_um 254 \
    chipHeight_um 254 \
    fin_cells 1054 \
    placed_cell_count 996 \
    grt-ovfl-total 0 \
    grt_start_max_net_pins 9 \
    path_common_cell "buf_6" \
    initial_antenna_violation_count 3 \
    crit_buf_inv 6 \
    grt_pass1_vias 2859 \
    postSynthAreaPerCell_um2 8.39 \
    routed_wirelength_um 18900 \
    total_half_perimeter_wirelength_after_legalization_and_detailed_placement_um 15200 \
    outcome "finished, violations left" \
    path_delay_family "buffers and inverters" \
    design_area_um2 4840 \
    timing.final.setup_violations 69 \
    postRouteAntennaNets 0 \
    port_buffers 221 \
    core_um2 54000 \
    post_dp_cell_area_um2 3980 \
]
==> path summary, 6_finish.rpt <==
check	end	cells after the start	slack, ns	from
setup / recovery	rdata[1]	7	-0.45	addr[31]
hold / removal	device_addr[19]	0	0.40	addr[19]
==> cells by family (layout without fill, tap and decap cells) <==
logic type | Yosys count | count (layout) | share of synthesized area (%)
AND/OR/NAND/NOR | 5 | 5 | 0.972
other | 0 | 1 | 0
multiplexers | 66 | 66 | 27.4
buffers and inverters | 282 | 286 | 71.7
==> metal layers <==
metal	global-route usage, %	share of wire [%]	vias to the layer above
li1	-	-	857
met1	4.47	28	853
met2	7.12	37	463
met3	4.73	23	129
met4	5.76	12	2
met5	0.634	0.28	-
==> layout make-up <==
type	instances	area [µm²]	share of cell area, %
Timing Repair Buffer	286	2930	60.5
Tap cell	696	871	18.0
Multi-Input combinational cell	71	1040	21.5
Antenna cell	1	2.50	0.0517
==> synthesized netlist by cell type <==
library cell  count  share of area [%]
nand2_1           1               0.13
buf_4           274                 69
buf_6             4                1.5
nor2b_1           1               0.21
buf_2             4               0.68
and2_1            1               0.21
mux2_4           18                9.1
nor4_1            2               0.42
mux2_2           48                 18
==> power by group through the flow <==
stage | clock, mW | combinational [mW] | sequential (mW)
4_1_cts | 0 | 1.75 | 0
5_1_grt | 0.000000134 | 1.96 | 0
6_report | 0.000000135 | 1.83 | 0
==> cells in the final DEF, fill, tap and decap left out, drive strengths merged <==
master and n:
and2 1, buf 131, clkbuf 10, clkdlybuf4s15 3, clkdlybuf4s50 46, diode 1, dlygate4sd2 81, dlymetal6s2s 15
mux2 66, nand2 1, nor2b 1, nor4 2
==> through the flow <==
stage	util [%]	setup slack, ns	setup TNS [ns]
after detailed placement	7.37	-1.12	-42.08
after global routing	8.96	-0.466	-20.73
after floorplan	-	-0.0511	-0.894
final	8.96	-0.447	-19.17
after global placement	7.37	-1.18	-41.88
after CTS	8.47	-0.476	-22.16
==> repair_timing <==
item	CTS	global route
buffers inserted	35	22
hold endpoints to repair	0	0
resized	399	83
setup endpoints to repair	79	68
gates cloned	7	0
pin swaps	3	1
No activity file was given, so power comes from the tool's default toggle rates.
